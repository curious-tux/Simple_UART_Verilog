### design/flow/run.sh
#!/bin/bash
# OpenROAD 26Q1-2900-gdf79404cd8, Yosys 0.63+post, stock flow scripts
make -C /OpenROAD-flow-scripts/flow DESIGN_CONFIG=/design/flow/config.mk WORK_HOME=/design/flow/orfs finish
### design/flow/config.mk
export PLATFORM = sky130hd
export DESIGN_NAME = uart_tx
export DESIGN_NICKNAME = uart_tx
export VERILOG_FILES = /design/flow/design.v
export SDC_FILE = /design/flow/constraint.sdc
export NUM_CORES = 4
export LEC_CHECK = 1
export CORE_AREA = 10 10 100 100
export DIE_AREA = 0 0 110 110
### design/flow/constraint.sdc
current_design uart_tx

set clk_period 4.4
set clk_io_pct 0.2

create_clock -name clk0 -period $clk_period [get_ports {clk}]

set non_clock_inputs [all_inputs -no_clocks]
set_input_delay [expr $clk_period * $clk_io_pct] -clock clk0 $non_clock_inputs
set_output_delay [expr $clk_period * $clk_io_pct] -clock clk0 [all_outputs]
### design/flow/design.v
`timescale 1ns / 1ps
module uart_tx#(
    CLK_FREQ = 125000000,
    BAUD_RATE = 115200
)(
    input clk,
    input reset,
    input [7:0] uart_tx_reg,
    input data_valid,
    output reg tx,
    output reg uart_tx_done
    );
    localparam CLK_DIV = (CLK_FREQ/BAUD_RATE/2)-1;
    reg baud_clk;
    reg [$clog2(CLK_DIV):0] counter;
    localparam IDLE = 0;
    localparam START = 1;
    localparam TX = 2;
    localparam STOP = 3;
    reg [7:0] shift_reg;
    reg [2:0] STATE;
    reg [2:0] BITS;
    initial begin
        counter <= 0;
        uart_tx_done <= 0;
        baud_clk <= 0;
        STATE <= IDLE;
        tx <= 1;
        shift_reg <= 0;
        BITS <= 0;
    end
    always@(posedge clk)
    begin
        if(counter == CLK_DIV)
            counter <= 0;
        else
            counter <= counter + 1;   
    end    
    always@(posedge clk)
    begin
        if(counter == CLK_DIV)
            baud_clk <= !baud_clk;
    end
    always@(posedge baud_clk)
    begin
        if(reset)
            STATE <= IDLE;
        else
        begin
            case(STATE)
                IDLE:
                begin
                    if(data_valid)
                    begin
                        STATE <= START;
                        shift_reg <= uart_tx_reg;
                    end
                end
                START:
                begin
                        tx <= 0;
                        STATE <= TX;
                        BITS <= 0; 
                end
                TX:
                begin
                    if(BITS != 7)
                    begin
                        BITS <= BITS + 1;
                        tx <= shift_reg[0];
                        shift_reg = {1'b0,shift_reg[7:1]};
                    end
                    else
                        STATE <= STOP;
                end
                STOP:
                begin
                    tx <= 1;
                    uart_tx_done <= 1;
                    if(!data_valid)
                    begin
                        STATE <= IDLE;
                        uart_tx_done <= 0;
                    end
                end
            endcase
        end
    end
endmodule
==> summary.txt <==
yosys + openroad results -> HP Class=register to register, fraction of layout cells with a size suffix above 1=0.135, number of unconstrained endpoints=30, gr usage total=0.0343, Detail Route Antenna Nets=0, Post-Route WL=2.05 mm, Die Y=110 um, Layout area overhead=22.2%, critical path class=register to register, part of the power in combinational logic=0.074, Post-synth seq share=0.520, Mapped Area=0.00131 mm2, synthesized area per cell=11.8 um2, routability cong.=0.809, I/O pins=13, RSZ-0062 raised after global routing=false, Gates resized, CTS repair=0, cell type with the largest total area=edfxtp_1, Post-Place Cells=224, max-cap violations=0, initial antenna violation count=0, Fin Setup TNS=0 ns, Synthesized registers=27, drt initial violations=54, count of flip-flops with a built-in enable after synthesis=14, row count=32, Worst Setup Start Kind=register, Overflow after GRT=0, synthesis area per yosys=0.00131 mm2, cts hold-fix bufs=0, Netlist cell types=33, register pins left without a clock=15, CP max FO=5, post-synth top area share=0.321, DR vias/cell=3.65, Synth Instances=111, WP data required=4.33 ns, CTS Buffer Depth=2, setup bufs post-CTS=0, Switch Pwr=0.0000454 W, dominant register cell=edfxtp_1, first-pass GRT wire length=3.51 mm, CTS Root Cell=clkbuf_8, Slew headroom=0.726, largest net degree at the start of global routing=17, switching share of power=0.194, clock group share of total power=0.445, Fin. Hold Viols=0, Period Utilization, post-route=0.385, max reg flops=11, Max Clk Rate=591 MHz, chip area=0.0121 mm2, hold slack=0.485 ns, fp_density=0.168, Worst-Margin Slew=0.405 ns, register share of total power=0.481, vias post-DR=832, die width=110 um, VDD IR max=177 uV, most common cell in the netlist=edfxtp_1, Lkg Pwr=0.549 nW, Critical Path End Type=register, P_int=0.000188 W, Final Power=0.000233 W, clock-pin slew on the worst setup and hold paths=0.05 ns, TritonCTS clock tree=done, Crit path arrival time=1.62 ns, H-Tree Depth=1, Setup Skew=0.00463 ns, Slew Limit Fails=0, status=finished clean, Core Area=0.00781 mm2, Tool Warnings=30, pwr dens=146 mW/mm2, vias in the first global route=770, Late-Pin Clk Latency=0.24 ns, Detailed Place HPWL=1.58 mm, drt drc=0, cells in synth_stat.txt=111, Synth Warn #=1, top cells, area=edfxtp_1, dfxtp_1, ha_1, WL per Instance=8.97 um, n_diodes=0, drt pass-1 iters=4, endpoints failing setup=0, Port Buffers=12, Non-Filler Instances=228, design area=0.00160 mm2, clock buffer count from CTS=3, Synth async-reset ratio=0, crit path time final=1.69 ns, Area after DPL=0.00156 mm2, Post-synth top cells=edfxtp_1, dfxtp_1, ha_1, nor2_1, mux2_2
[power groups by stage]
stage	logic [W]	registers (W)	clock network, W
finish	0.0000173	0.000112	0.000104
global route	0.0000189	0.000112	0.000111
CTS	0.0000177	0.000112	0.000105
[metal layers]
layer / share of wire / up-vias / track usage
met5: 0 / - / 0
met4: 0 / 0 / 0
met3: 0.077 / 0 / 0.0118
met2: 0.38 / 15 / 0.0495
met1: 0.55 / 383 / 0.0518
li1: - / 434 / -
[path summary, 6_finish.rpt]
kind                     end  slack (ns)       start  cells past startpoint
setup / recovery    baud_clk        2.71  counter[0]                      3
hold / removal    counter[0]        0.48  counter[0]                      1
setup reg to reg    baud_clk        2.71  counter[0]                      3
hold reg to reg   counter[0]        0.48  counter[0]                      1
[placed cells by master (no fill, tap or decap)]
master	netlist	final
a21o_1	2	2
or4b_4	1	1
o21ai_0	3	3
nand2_1	5	5
dfxtp_1	13	13
xnor2_1	5	5
a311o_1	2	2
edfxtp_1	14	14
nor4b_1	1	1
buf_4	0	1
and3_2	1	1
clkbuf_8	0	3
nor3b_1	1	1
clkbuf_1	0	1
or3b_2	1	1
nand2b_1	2	2
nor4b_2	1	1
or4_1	1	1
mux2_2	8	8
nand4_1	5	5
nor3_1	1	1
and2_1	2	2
clkdlybuf4s50_1	0	12
o31ai_1	1	1
mux2i_1	1	1
inv_1	5	5
nor4_1	1	1
nand3_1	3	3
nand4b_1	1	1
nor3_4	1	1
and4_1	1	1
ha_1	9	9
nor2b_1	7	7
nor2_1	9	9
a21oi_1	1	1
[cell families after synthesis]
kind of cell             share of synthesized area
AND-OR/OR-AND                               0.0477
XOR/XNOR                                    0.0334
adder cells (fa/ha/maj)                     0.0860
AND/OR/NAND/NOR                              0.215
flip-flops                                   0.520
buffers and inverters                       0.0220
multiplexers                                0.0764
[critical path, cell delays in order, from the launching register on]
cell and delay, ns:
dfxtp_1 0.40, ha_1 0.22, or3b_2 0.50, nor3_4 0.27
[metrics by stage]
stage | utilization | setup slack [ns]
floorplan | - | 2.82
global placement | 0.199 | 2.76
detailed placement | 0.199 | 2.70
CTS | 0.205 | 2.70
global route | 0.205 | 2.61
finish | 0.205 | 2.71
[area by class of cell]
type	instances	area (um2)
inverters	5	18.8
flip-flops and latches	27	681
clock buffers	4	45.0
fillers	846	6210
multi-input cells	77	601
repair buffers	13	128
well taps	102	128
Power and IR drop assume default switching activity.
