==> ./design.v <==
`timescale 1ns / 1ps
module uart_rx#(
    CLK_FREQ = 125000000,
    BAUD_RATE = 115200
)(
    input clk,
    input reset,
    output [7:0] uart_rx_reg,
    input rx,
    output reg uart_rx_data_available
    );
    localparam CLK_DIV = (CLK_FREQ/BAUD_RATE/2)-1;   
    reg [$clog2(CLK_DIV):0] counter;
    localparam IDLE = 0;
    localparam START = 1;
    localparam RX = 2;
    localparam STOP = 3;
    reg [3:0] BITS;
    reg [2:0] STATE;
	reg [7:0] shift_reg;
    initial begin  
            counter <= 0;
            uart_rx_data_available <= 0;
            STATE <= IDLE;
            BITS <= 0;
            shift_reg <= 0;
        end
    always@(posedge clk)
    begin
        if(reset)
        begin
            STATE <= IDLE;
            uart_rx_data_available <= 0;
            counter <= 0;
        end
        else
        begin
            case(STATE)
                IDLE:
                begin
                      counter <= 0;
                      uart_rx_data_available <= 0;
                      if(!rx)  
                        STATE <= START;  
                end
                START:
                begin
                    BITS <= 0;
                    shift_reg <= 0;
                    if(counter == (CLK_DIV/2)-1)  
                    begin
                        if(!rx)
                        begin
                            STATE <= RX;
                            counter <= 0;
                        end
                        else
                            STATE <= IDLE;  
                    end
                    else
                        counter <= counter + 1;
                end
                RX:
                    if(counter == CLK_DIV/2)
                    begin
                        counter <= 0;
                        shift_reg[BITS] <= rx;  
                        BITS <= BITS + 1;
                        if(BITS > 7)
                        begin
                            STATE <= STOP;
                            counter <= 0;
                        end
                    end
                    else
                        counter <= counter + 1;              
                STOP:
                begin
                    if(counter == CLK_DIV/2)
                    begin
                        if(rx)
                        begin
                            uart_rx_data_available <= 1;
                            STATE <= IDLE;
                            counter <= 0;
                        end
                    end
                    else
                        counter <= counter + 1;
                end
            endcase  
        end
    end
assign uart_rx_reg = shift_reg;
endmodule
==> ./run.sh <==
#!/bin/bash
# OpenROAD 26Q1-2900-gdf79404cd8, Yosys 0.63+post, stock flow scripts
make -C /OpenROAD-flow-scripts/flow DESIGN_CONFIG=/design/flow/config.mk WORK_HOME=/design/flow/orfs finish
==> ./config.mk <==
export PLATFORM = sky130hd
export DESIGN_NAME = uart_rx
export DESIGN_NICKNAME = uart_rx
export VERILOG_FILES = /design/flow/design.v
export SDC_FILE = /design/flow/constraint.sdc
export NUM_CORES = 4
export LEC_CHECK = 1
export CORE_AREA = 10 10 98 98
export DIE_AREA = 0 0 108 108
==> ./constraint.sdc <==
current_design uart_rx

set clk_period 4.9
set clk_io_pct 0.2

create_clock -name clk0 -period $clk_period [get_ports {clk}]

set non_clock_inputs [all_inputs -no_clocks]
set_input_delay [expr $clk_period * $clk_io_pct] -clock clk0 $non_clock_inputs
set_output_delay [expr $clk_period * $clk_io_pct] -clock clk0 [all_outputs]
==> load_flow_metrics.sql <==
-- implementation run metrics
INSERT INTO impl_metrics (metric_group, metric, value, unit) VALUES
('synth', 'post_synth_instance_area', '0.001637', 'mm^2'),
('global_routing', 'grt_max_degree', '15', ''),
('final_timing', 'timing.max_slew.rel_slack', '68.09', '%'),
('critical_path', 'worstSetupEndpoint', 'counter[6]$_SDFFE_PP0P_', ''),
('critical_path', 'worstSetupEndpointType', 'flip-flop', ''),
('pwr', 'power.ir.vdd_worst', '83.48', 'uV'),
('final_layout', 'layout.core_utilization', '24.95', '%'),
('clocking', 'clkTransAtPathRegs', '0.08', 'ns'),
('pwr', 'power_frac_seq', '51.6', '%'),
('pwr', 'netSwitchingPower', '151.2', 'uW'),
('global_routing', 'globalRoute.totalOverflow', '0', ''),
('global_routing', 'first_global_vias', '1184', ''),
('routing', 'detail_route.wirelength', '3267', 'um'),
('pwr', 'leakagePower', '0.6589', 'nW'),
('floorplanning', 'floorplan.initialDensity', '21.40', '%'),
('outcome', 'status', 'complete, no violations', ''),
('floorplanning', 'dieWidth', '108', 'um'),
('critical_path', 'critical_path.slowest_cell', 'sky130_fd_sc_hd__clkdlybuf4s50_1', ''),
('routing', 'num_vias', '1234', ''),
('final_timing', 'accumulated_negative_setup_slack', '0', 'ns'),
('synth', 'synth-main-ff-cell', 'sky130_fd_sc_hd__dfxtp_1', ''),
('clocking', 'cts.repair.resized', '0', ''),
('floorplanning', 'core_footprint', '0.007647', 'mm^2'),
('clocking', 'post-cts-setup-buffer-count', '0', ''),
('synth', 'synth_top_area_share', '22.02', '%'),
('final_timing', 'final.setup_skew', '0.01204', 'ns'),
('final_layout', 'fillCellCount', '791', ''),
('synth', 'synth-edff-count', '12', ''),
('flow_run', 'drv.max_cap_violation_count', '0', ''),
('critical_path', 'launch_point_of_the_critical_path', 'rx', ''),
('critical_path', 'worstRegToRegCells', '7', ''),
('clocking', 'clockBufferDepth', '2', ''),
('routing', 'initialDrtViolationCount', '74', ''),
('critical_path', 'worstPathMaxFanout', '10', ''),
('synth', 'post_synth_main_area_contributors', 'sky130_fd_sc_hd__edfxtp_1 (22%), sky130_fd_sc_hd__dfxtp_1 (17%), sky130_fd_sc_hd__ha_1 (9.2%)', ''),
('global_routing', 'grt_antenna_before_repair', '0', ''),
('placed_design', 'numPortBuffers', '11', ''),
('final_timing', 'rsz0062_at_grt', 'no', ''),
('critical_path', 'worst_ep_required_time', '5.04', 'ns'),
('final_timing', 'transition_time_at_the_pin_with_the_least_slew_margin', '0.4760', 'ns'),
('synth', 'ys_ff', '26', ''),
('synth', 'yosysTopAreaCell', 'sky130_fd_sc_hd__edfxtp_1', ''),
('synth', 'synth.yosys.num_cells', '177', ''),
('synth', 'syn-instance-count', '177', ''),
('final_timing', 'fmax', '368.7', 'MHz'),
('final_layout', 'final_non_filler_cell_area', '0.001908', 'mm^2'),
('routing', 'route.antenna.diode_count', '0', ''),
('clocking', 'cts_tree', 'done', ''),
('flow_run', 'warnings', '34', ''),
('placed_design', 'detailed_place.area', '0.001863', 'mm^2'),
('pwr', 'comb_power_share', '23.9', '%'),
('critical_path', 'critPathMaxStageDelay', '0.65', 'ns'),
('critical_path', 'worst_r2r_endpoint', 'shift_reg[7]$_SDFFCE_PN0P_', ''),
('clocking', 'cts_made_buffers', '3', ''),
('pwr', 'cellPowerDensity', '265.8', 'mW/mm^2'),
('global_routing', 'grt_pass1_wl', '5526', 'um'),
('placed_design', 'place_congestion', '0.8336', ''),
('placed_design', 'dpl.hpwl', '2465', 'um'),
('critical_path', 'critical-path-top-cell-by-count', 'sky130_fd_sc_hd__o21bai_1', ''),
('final_timing', 'report.final.slew_viol_count', '0', ''),
('critical_path', 'critical_path_cell_count', '6', ''),
('critical_path', 'r2r_start', 'BITS[0]$_SDFFCE_PN0P_', ''),
('routing', 'ant_nets', '0', ''),
('pwr', 'clock_share_of_power', '24.5', '%'),
('routing', 'drt_first_pass_iters', '4', ''),
('critical_path', 'worst_path_dominant_cell_family', 'AND-OR/OR-AND gates', ''),
('synth', 'ys_chip_area', '0.001637', 'mm^2'),
('clocking', 'clockRootBuffer', 'sky130_fd_sc_hd__clkbuf_8', ''),
('critical_path', 'cp.arrival', '2.85', 'ns'),
('routing', 'route.detailed.wl_per_inst', '11.27', 'um'),
('critical_path', 'worstPathBufferInverterCount', '1', '');
## layer usage
layer	vias up	global-route usage, %	share of wire [%]
li1	660	-	-
met1	558	8.018	52
met2	16	8.836	44
met3	0	1.325	4.5
met4	0	0.4771	0
met5	-	0	0
## worst register-to-register path: stages, from the launching register on
cell and delay [ns]:
sky130_fd_sc_hd__edfxtp_1 0.54, sky130_fd_sc_hd__inv_1 0.18, sky130_fd_sc_hd__ha_1 0.31, sky130_fd_sc_hd__nor2b_1 0.23, sky130_fd_sc_hd__a21oi_1 0.11, sky130_fd_sc_hd__o22ai_1 0.25
sky130_fd_sc_hd__a21boi_0 0.13, sky130_fd_sc_hd__o21a_1 0.19
## per-stage QoR
step	std cells	hold WS [ns]	setup slack, ns
finish	290	0.4804	2.188
global route	290	0.5477	2.038
CTS	290	0.4849	2.198
detailed placement	286	0.4727	1.902
global placement	286	0.4609	1.956
floorplan	177	0.4284	2.494
## cell families (layout without fill, tap and decap cells)
kind of cell / count (synthesis) / in the layout / share of synthesized area [%]
DFF: 26 / 26 / 39.14
and+or+nand+nor: 70 / 70 / 23.32
muxes: 2 / 2 / 1.223
adders and majority gates: 12 / 12 / 9.174
xor gates and xnor gates: 9 / 9 / 4.816
AOI/OAI and AO/OA: 42 / 42 / 18.66
buffers and inverters: 16 / 27 / 3.670
## power by group through the flow
| stage | clock [mW] | combinational (mW) | sequential (mW) |
|---|---|---|---|
| after CTS | 0.129 | 0.121 | 0.262 |
| after global routing | 0.133 | 0.135 | 0.265 |
| final | 0.124 | 0.121 | 0.262 |
## synthesized netlist by cell type (2+ instances only)
cell type and n:
sky130_fd_sc_hd__o21ai_0 6, sky130_fd_sc_hd__nor3_1 3, sky130_fd_sc_hd__o21bai_1 2, sky130_fd_sc_hd__xor2_1 5, sky130_fd_sc_hd__a21boi_0 5, sky130_fd_sc_hd__inv_1 11
sky130_fd_sc_hd__and3_1 3, sky130_fd_sc_hd__and3b_1 2, sky130_fd_sc_hd__a22oi_1 2, sky130_fd_sc_hd__o21a_1 4, sky130_fd_sc_hd__ha_1 12, sky130_fd_sc_hd__or2_2 2
sky130_fd_sc_hd__nor2b_1 4, sky130_fd_sc_hd__dfxtp_1 14, sky130_fd_sc_hd__or3b_2 2, sky130_fd_sc_hd__clkbuf_1 5, sky130_fd_sc_hd__nand2_1 10, sky130_fd_sc_hd__edfxtp_1 12
sky130_fd_sc_hd__a31oi_1 2, sky130_fd_sc_hd__nand2b_1 2, sky130_fd_sc_hd__nor2_1 22, sky130_fd_sc_hd__mux2i_1 2, sky130_fd_sc_hd__nand3_1 7, sky130_fd_sc_hd__xnor2_1 4
sky130_fd_sc_hd__nand4_1 6, sky130_fd_sc_hd__a21oi_1 8
## cell type report
type	count	area (um^2)	area share (%)
Multi-Input combinational cell	135	935.9	49.05
Inverter	11	41.29	2.164
Sequential cell	26	640.6	33.57
Tap cell	102	127.6	6.689
Timing Repair Buffer	12	117.6	6.164
Clock buffer	3	41.29	2.164
Clock inverter	1	3.754	0.1967
## worst min path at each step
stage | startpoint | to | slack, ns | cells past startpoint
after CTS | uart_rx_data_available$_SDFFE_PP0P_ | uart_rx_data_available$_SDFFE_PP0P_ | 0.48 | 2
after global routing | flip-flop | flip-flop | 0.55 | 2
final | uart_rx_data_available$_SDFFE_PP0P_ | uart_rx_data_available$_SDFFE_PP0P_ | 0.48 | 2
## placed cells by master, fill, tap and decap left out, types with 6 or more instances in the layout
cell	instances
sky130_fd_sc_hd__clkdlybuf4s50_1	11
sky130_fd_sc_hd__nor2_1	22
sky130_fd_sc_hd__edfxtp_1	12
sky130_fd_sc_hd__ha_1	12
sky130_fd_sc_hd__o21ai_0	6
sky130_fd_sc_hd__nand4_1	6
sky130_fd_sc_hd__inv_1	11
sky130_fd_sc_hd__a21oi_1	8
sky130_fd_sc_hd__nand3_1	7
sky130_fd_sc_hd__nand2_1	10
sky130_fd_sc_hd__dfxtp_1	14
Power and IR drop assume default switching activity.
